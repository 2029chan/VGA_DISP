File: config.mk
export PLATFORM = sky130hd
export DESIGN_NAME = display
export DESIGN_NICKNAME = display
export VERILOG_FILES = /design/flow/design.v
export SDC_FILE = /design/flow/constraint.sdc
export NUM_CORES = 4
export LEC_CHECK = 1
export CORE_AREA = 10 10 111 111
export DIE_AREA = 0 0 121 121
File: constraint.sdc
current_design display

set clk_period 1.4
set clk_io_pct 0.2

create_clock -name clk0 -period $clk_period [get_ports {clk}]

set non_clock_inputs [all_inputs -no_clocks]
set_input_delay [expr $clk_period * $clk_io_pct] -clock clk0 $non_clock_inputs
set_output_delay [expr $clk_period * $clk_io_pct] -clock clk0 [all_outputs]
File: design.v
module display(clk,rst,r,g,b,clk_25mhz,blk,sync,ov_sync,oh_sync);
input clk,rst;
output wire ov_sync,oh_sync;
output reg [7:0]r,g,b;
output blk,sync;
output wire clk_25mhz;
assign blk=1;
assign sync=1;
reg [1:0]cnt=2'b00;
reg clk_25mhz_temp;
always@(posedge (clk) or posedge (rst))
begin
if(rst)
begin
cnt=0;
clk_25mhz_temp=1'b0;
end
else cnt=cnt+1;
clk_25mhz_temp=cnt[0];
end
assign clk_25mhz=clk_25mhz_temp;
parameter tot_width=800;
parameter tot_height=525;
parameter h_pulse=92;
parameter h_fp=784;
parameter h_bp=144;
parameter v_pulse=2;
parameter v_fp=511;
parameter v_bp=31;
reg [9:0]h_reg,v_reg;
always@(posedge (clk_25mhz) or posedge (rst))
begin
if(rst)
begin
h_reg<=0;
v_reg<=0;
end
else
begin
if(h_reg<tot_width-1) h_reg<=h_reg+1;
else
begin
h_reg<=0;
if(v_reg<tot_height-1) v_reg<=v_reg+1;
else v_reg<=0;
end
end
end
assign oh_sync=(h_reg<h_pulse)?0:1;
assign ov_sync=(v_reg<v_pulse)?0:1;
always@(posedge (clk_25mhz) or posedge(rst))
begin
if(rst)
begin
r=8'b00000000;
g=8'b00000000;
b=8'b00000000;
end
else
begin
if(h_reg>=(h_bp+5) && h_reg<(h_bp+18))
begin
if(v_reg>=(v_bp+160) && v_reg<(v_bp+211))
begin
r=8'b11111111;
g=8'b00000000;
b=8'b00000000;
end
else
begin
r=8'b00000000;
g=8'b00000000;
b=8'b00000000;
end
end
else if(h_reg>=(h_bp+18) && h_reg<(h_bp+48))
begin
if((v_reg>=(v_bp+160) && v_reg<(v_bp+173)) | (v_reg>=(v_bp+198)) && (v_reg<(v_bp+211)))
begin
r=8'b11111111;
g=8'b00000000;
b=8'b00000000;
end
else
begin
r=8'b00000000;
g=8'b00000000;
b=8'b00000000;
end
end
else if(h_reg>=(h_bp+53) && h_reg<(h_bp+66))
begin
if(v_reg>=(v_bp+160) && v_reg<(v_bp+211))
begin
r=8'b11111111;
g=8'b00000000;
b=8'b00000000;
end
else
begin
r=8'b00000000;
g=8'b00000000;
b=8'b00000000;
end
end
else if(h_reg>=(h_bp+66) && h_reg<(h_bp+96))
begin
if(v_reg>=(v_bp+185) && v_reg<(v_bp+198))
begin
r=8'b11111111;
g=8'b00000000;
b=8'b00000000;
end
else
begin
r=8'b00000000;
g=8'b00000000;
b=8'b00000000;
end
end
else if(h_reg>=(h_bp+96) && h_reg<(h_bp+109))
begin
if(v_reg>=(v_bp+160) && v_reg<(v_bp+211))
begin
r=8'b11111111;
g=8'b00000000;
b=8'b00000000;
end
else
begin
r=8'b00000000;
g=8'b00000000;
b=8'b00000000;
end
end
else if(h_reg>=(h_bp+119) && h_reg<(h_bp+132))
begin
if(v_reg>=(v_bp+160) && v_reg<(v_bp+211))
begin
r=8'b11111111;
g=8'b00000000;
b=8'b00000000;
end
else
begin
r=8'b00000000;
g=8'b00000000;
b=8'b00000000;
end
end
else if(h_reg>=(h_bp+132) && h_reg<(h_bp+162))
begin
if((v_reg>=(v_bp+160) && v_reg<(v_bp+173)) | (v_reg>=(v_bp+185)) && (v_reg<(v_bp+198)))
begin
r=8'b11111111;
g=8'b00000000;
b=8'b00000000;
end
else
begin
r=8'b00000000;
g=8'b00000000;
b=8'b00000000;
end
end
else if(h_reg>=(h_bp+162) && h_reg<(h_bp+175))
begin
if(v_reg>=(v_bp+160) && v_reg<(v_bp+211))
begin
r=8'b11111111;
g=8'b00000000;
b=8'b00000000;
end
else
begin
r=8'b00000000;
g=8'b00000000;
b=8'b00000000;
end
end
else if(h_reg>=(h_bp+185) && h_reg<(h_bp+198))
begin
if(v_reg>=(v_bp+160) && v_reg<(v_bp+211))
begin
r=8'b11111111;
g=8'b00000000;
b=8'b00000000;
end
else
begin
r=8'b00000000;
g=8'b00000000;
b=8'b00000000;
end
end
else if(h_reg>=(h_bp+185) && h_reg<(h_bp+198))
begin
if(v_reg>=(v_bp+160) && v_reg<(v_bp+211))
begin
r=8'b11111111;
g=8'b00000000;
b=8'b00000000;
end
else
begin
r=8'b00000000;
g=8'b00000000;
b=8'b00000000;
end
end
else if(h_reg>=(h_bp+198) && h_reg<(h_bp+228))
begin
if(v_reg>=(v_bp+160) && v_reg<(v_bp+173))
begin
r=8'b11111111;
g=8'b00000000;
b=8'b00000000;
end
else
begin
r=8'b00000000;
g=8'b00000000;
b=8'b00000000;
end
end
else if(h_reg>=(h_bp+228) && h_reg<(h_bp+241))
begin
if(v_reg>=(v_bp+160) && v_reg<(v_bp+211))
begin
r=8'b11111111;
g=8'b00000000;
b=8'b00000000;
end
else
begin
r=8'b00000000;
g=8'b00000000;
b=8'b00000000;
end
end
else if(h_reg>=(h_bp+251) && h_reg<(h_bp+264))
begin
if((v_reg>=(v_bp+160) && v_reg<(v_bp+173)) | (v_reg>=(v_bp+198) && v_reg<(v_bp+211)))
begin
r=8'b11111111;
g=8'b00000000;
b=8'b00000000;
end
else
begin
r=8'b00000000;
g=8'b00000000;
b=8'b00000000;
end
end
else if(h_reg>=(h_bp+264) && h_reg<(h_bp+277))
begin
if(v_reg>=(v_bp+160) && v_reg<(v_bp+211))
begin
r=8'b11111111;
g=8'b00000000;
b=8'b00000000;
end
else
begin
r=8'b00000000;
g=8'b00000000;
b=8'b00000000;
end
end
else if(h_reg>=(h_bp+277) && h_reg<(h_bp+307))
begin
if((v_reg>=(v_bp+160) && v_reg<(v_bp+173)) | (v_reg>=(v_bp+198) && v_reg<(v_bp+211)))
begin
r=8'b11111111;
g=8'b00000000;
b=8'b00000000;
end
else
begin
r=8'b00000000;
g=8'b00000000;
b=8'b00000000;
end
end
else if(h_reg>=(h_bp+307) && h_reg<(h_bp+320))
begin
if(v_reg>=(v_bp+160) && v_reg<(v_bp+211))
begin
r=8'b11111111;
g=8'b00000000;
b=8'b00000000;
end
else
begin
r=8'b00000000;
g=8'b00000000;
b=8'b00000000;
end
end
else if(h_reg>=(h_bp+330) && h_reg<(h_bp+343))
begin
if(v_reg>=(v_bp+160) && v_reg<(v_bp+211))
begin
r=8'b11111111;
g=8'b00000000;
b=8'b00000000;
end
else
begin
r=8'b00000000;
g=8'b00000000;
b=8'b00000000;
end
end
else if(h_reg>=(h_bp+343) && h_reg<(h_bp+373))
begin
if(v_reg>=(v_bp+160) && v_reg<(v_bp+173))
begin
r=8'b11111111;
g=8'b00000000;
b=8'b00000000;
end
else
begin
r=8'b00000000;
g=8'b00000000;
b=8'b00000000;
end
end
else if(h_reg>=(h_bp+383) && h_reg<(h_bp+396))
begin
if(v_reg>=(v_bp+160) && v_reg<(v_bp+211))
begin
r=8'b11111111;
g=8'b00000000;
b=8'b00000000;
end
else
begin
r=8'b00000000;
g=8'b00000000;
b=8'b00000000;
end
end
else if(h_reg>=(h_bp+396) && h_reg<(h_bp+426))
begin
if(v_reg>=(v_bp+198) && v_reg<(v_bp+211))
begin
r=8'b11111111;
g=8'b00000000;
b=8'b00000000;
end
else
begin
r=8'b00000000;
g=8'b00000000;
b=8'b00000000;
end
end
else if(h_reg>=(h_bp+426) && h_reg<(h_bp+439))
begin
if(v_reg>=(v_bp+160) && v_reg<(v_bp+211))
begin
r=8'b11111111;
g=8'b00000000;
b=8'b00000000;
end
else
begin
r=8'b00000000;
g=8'b00000000;
b=8'b00000000;
end
end
else
begin
r=8'b00000000;
g=8'b00000000;
b=8'b00000000;
end
end
end
endmodule
File: run.sh
#!/bin/bash
# OpenROAD 26Q1-2900-gdf79404cd8, Yosys 0.63+post, stock flow scripts
make -C /OpenROAD-flow-scripts/flow DESIGN_CONFIG=/design/flow/config.mk WORK_HOME=/design/flow/orfs finish
==> impl_metrics.csv <==
group,metric,value,unit
outcome,outcome,"finished clean",
sta,finalSetupViolCount,0,
worst_setup_path,critical_path.cell_chain,"clkdlybuf4s50_1",
clocking,maximum_level_of_the_cts_h_tree,1,
cells_and_area,area_growth_synth_to_finish,6.97,%
worst_setup_path,r2r_endpoint,"cnt[0]",
clocking,cts_setup_buffers,0,
logic_synthesis,syn-mean-instance-area,7.68,sq um
routing,via_per_inst,4.74,
logic_synthesis,synth-cells-yosys,271,
place,globalplace.congestion,0.976,
grt,number_of_global_route_vias_before_repair,1783,
sta,report.final.slew_viol_count,0,
worst_setup_path,worst-path-stages,1,
die,die_width,121,um
clocking,clock_tree_from_tritoncts,"done",
worst_setup_path,critPathBufInv,1,
die,io_pins,31,
clocking,max-clock-path-buffers,2,
sta,post-route-min-period,1.29,ns
clocking,post_cts.resized_instances,0,
cells_and_area,fraction_of_layout_instances_using_a_drive_strength_above_1,0.0346,
cells_and_area,final_core_util,0.226,
sta,count_of_unclocked_register_or_latch_pins,21,
die,floorplan_core_area,9860,sq um
logic_synthesis,enable_flop_cells,0,
die,fp-row-count,36,
clocking,root_buffer,"clkbuf_8",
die,fp.dieH,121,um
worst_setup_path,worst-endpoint-arrival,1.01,ns
worst_setup_path,crit_end,"clk_25mhz",
logic_synthesis,postSynthRegisterBits,23,
worst_setup_path,reg2reg_setup_slack,0.92,ns
worst_setup_path,path_max_fanout,2,
grt,gr-usage-all-layers,0.0652,
place,dp_hpwl,3690,um
routing,drtAntennaViolNets,0,
job,max_cap_viol_count,0,
power_and_ir_drop,leakage,0.891,nW
sta,timing.clock.skew,0.00149,ns
cells_and_area,layout.cell_area.non_filler,2230,sq um
worst_setup_path,slowest_delay,0.47,ns
hold_path,worstHoldPathType,"input port to asynchronous set/reset pin",
grt,initial_antenna_violation_count,0,
logic_synthesis,ys_warn_count,1,
sta,setup_total_negative_slack,0,ns
routing,antenna-diode-count,0,
power_and_ir_drop,power.ir.vdd_worst,0.389,mV
logic_synthesis,synth_cell_type_count,53,
die,fp_util,0.211,
clocking,clk_latency,0.21,ns
sta,slew-limit-headroom,0.493,
place,placed_area,2190,sq um
sta,fmaxAchievable,773,MHz
clocking,post_cts_hold_buffer_count,0,
place,place.port_buffers,12,
logic_synthesis,ys_chip_area,2080,sq um
logic_synthesis,area_leader_netlist,"dfrtp_1",
logic_synthesis,synth-seq-area-share,0.276,
worst_setup_path,startpoint,"clk_25mhz_temp",
worst_setup_path,worst-endpoint-required,1.12,ns
clocking,cts_made_buffers,3,
worst_setup_path,r2r_start,"cnt[0]",
worst_setup_path,r2r_cells,1,
power_and_ir_drop,power_per_cell_area,136,nW/um^2
die,design.die.area,14600,sq um
worst_setup_path,endpoint_kind,"primary output",
sta,report.final.hold_viol_count,0,
grt,grt_start_max_net_pins,25,
clocking,path_clk_slew,0.03,ns
logic_synthesis,synth_area,2080,sq um
logic_synthesis,synthDominantCellAreaShare,0.276,
routing,wl_per_cell,12.3,um
logic_synthesis,synthCells,271,
cells_and_area,num-fill-cells,1075,
logic_synthesis,synth_async_sr_flop_share,1.00,
logic_synthesis,top_cells_by_area,"dfrtp_1 28%, buf_4 9.0%, nor2_1 5.6%, ha_1 4.8%, nand2_1 3.8%",
worst_setup_path,slowest_library_cell_on_the_worst_path,"clkdlybuf4s50_1",
routing,drt-pass1-iter-count,4,
routing,wl,4840,um
grt,grt_pass1_wl,8390,um
worst_setup_path,setup.worst_path.start_class,"flip-flop",
job,tool_warnings,33,
worst_setup_path,critical-path-top-delay-family,"buffers and inverters",
logic_synthesis,yosys.cell_count.top_type,"nor2_1",
grt,globalRoute.totalOverflow,0,
logic_synthesis,synth-main-ff-cell,"dfrtp_1",
sta,share_of_the_cycle_needed_by_the_critical_path_after_routing,0.924,
logic_synthesis,netlist_top_cells_count,"31 x nor2_1, 25 x buf_4, 23 x dfrtp_1",
sta,worstMarginPinSlew,0.761,ns
routing,drt-initial-drc-count,183,
sta,untimed_endpoints,31,
routing,route.vias.total,1863,
sta,rsz_0062_raised_after_global_routing,"false",
worst_setup_path,crit_type,"flip-flop to primary output",
routing,post-route-drc-count,0,
[how the worst min path moves through the flow]
stage / start / endpoint / slack [ns] / cells after the start
4_1_cts: rst / clk_25mhz_temp / 0.26 / 2
5_1_grt: rst / clk_25mhz_temp / 0.27 / 2
6_report: rst / clk_25mhz_temp / 0.25 / 2
[metrics by stage]
stage / hold slack, ns / instances / power [mW] / setup slack (ns)
floorplan: 0.282 / 287 / 0.104 / 0.598
global placement: 0.398 / 390 / 0.0848 / 0.300
detailed placement: 0.395 / 390 / 0.0838 / 0.298
CTS: 0.257 / 393 / 0.315 / 0.0746
global route: 0.272 / 393 / 0.324 / 0.0615
finish: 0.251 / 393 / 0.303 / 0.107
[layer usage]
metal	up-vias	part of all wire	track usage
met5	-	0	0
met4	0	0.015	0.0128
met3	9	0.074	0.0109
met2	78	0.44	0.0969
met1	867	0.47	0.0971
li1	909	-	-
[cells in the final DEF (no fill, tap or decap), types with 3 or more instances in the layout]
cell,synthesis,layout
clkdlybuf4s50_1,0,12
nor2b_1,4,4
a21oi_1,7,7
inv_1,9,9
a31oi_1,3,3
nor4_1,5,5
nand3_1,9,9
nor2_1,31,31
nand2_1,21,21
nor3_1,8,8
o21a_1,3,3
xnor2_1,5,5
o21ai_0,10,10
conb_1,2,18
ha_1,8,8
a21o_1,3,3
o41ai_1,5,5
dfrtp_1,23,23
and3_1,7,7
clkbuf_8,0,3
buf_4,25,3
nand2b_1,8,8
o21ai_1,8,8
nand4_1,7,7
[logic make-up after synthesis]
logic type	after synthesis	share of synthesized area
AOI/OAI and AO/OA	63	0.214
xor gates and xnor gates	7	0.0294
adders and majority gates	8	0.0481
buffers and inverters	54	0.144
DFF	23	0.276
muxes	1	0.00481
other	2	0.00361
and+or+nand+nor	113	0.280
[where the power goes]
group	internal (mW)	switching (mW)
registers	0.0577	0
logic	0.00629	0.0161
clock network	0.181	0.0419
[area by class of cell]
cell class	count	area, sq um	area share
timing repair buffer	15	143	0.0640
multi-input combinational	210	1270	0.569
clock buffer	3	41.3	0.0185
inverter	9	33.8	0.0152
sequential	23	576	0.258
tap	133	166	0.0747
Power is estimated from default activity; no workload was simulated.
